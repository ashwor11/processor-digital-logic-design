==> design.v <==
module RegisterFile(
  input [3:0] read_addr1,
  input [3:0] read_addr2,
  input [3:0] write_addr,
  input [17:0] write_data,
  input [17:0] write_data_in,
  input write_enable,
  input clk,
  output reg [17:0] data_out1,
  output reg [17:0] data_out2
);
  reg [17:0] registers [0:15];
  always @(posedge clk) begin
    if (write_enable) begin
      registers[write_addr] <= write_data;
    end
    data_out1 <= registers[read_addr1];
    data_out2 <= registers[read_addr2];
  end
endmodule
==> run.sh <==
#!/bin/bash
# OpenROAD 26Q1-2900-gdf79404cd8, Yosys 0.63+post, stock flow scripts
make -C /OpenROAD-flow-scripts/flow DESIGN_CONFIG=/design/flow/config.mk WORK_HOME=/design/flow/orfs finish
==> config.mk <==
export PLATFORM = sky130hd
export DESIGN_NAME = RegisterFile
export DESIGN_NICKNAME = RegisterFile
export VERILOG_FILES = /design/flow/design.v
export SDC_FILE = /design/flow/constraint.sdc
export NUM_CORES = 4
export LEC_CHECK = 1
export CORE_UTILIZATION = 50
==> constraint.sdc <==
current_design RegisterFile

set clk_period 5.4
set clk_io_pct 0.2

create_clock -name clk0 -period $clk_period [get_ports {clk}]

set non_clock_inputs [all_inputs -no_clocks]
set_input_delay [expr $clk_period * $clk_io_pct] -clock clk0 $non_clock_inputs
set_output_delay [expr $clk_period * $clk_io_pct] -clock clk0 [all_outputs]
==> results.yml <==
# yosys + openroad results
run_status:
  outcome: "finished, final reports clean"
floorplan:
  die_area_sq_um: 28400
  ios: 86
  fp.dieW_um: 169
  die_h_um: 169
  fp_util_pct: 51.2
  core-area_sq_um: 27100
  rows: 60
detailed_routing:
  vias_per_cell: 6.34
  vias: 7235
  diodes: 0
  first_pass_iters: 4
  drt-total-wl_um: 32500
  wire_per_inst_um: 28.5
  drc: 0
  ant_nets: 0
  drt_iter0_markers: 433
yosys:
  synth_cell_type_count: 20
  syn_inst: 653
  top_cell_area_share_pct: 62.4
  synthTopCellsByArea: "edfxtp_1, mux4_2, mux4_1, dfxtp_1, a22oi_1"
  top_area_cell: "edfxtp_1"
  ys_sh_simple_pct: 2.09
  yosysWarnings: 1
  adder_share_pct: 0
  ys_area_sq_um: 13900
  aoi_share_pct: 3.90
  ys_ff: 324
  ys_seq_share_pct: 67.6
  yosysCellCount: 653
  top_cells_by_count: "edfxtp_1, mux4_2, a22oi_1"
  synth-edff-count: 288
  ys_top_logic_family: "multiplexers"
  syn_avg_cell_area_sq_um: 21.2
  muxShareOfSynthArea_pct: 24.4
  async_flop_share_pct: 0
  netlist_area_sq_um: 13900
  post-synth-top-count-cell: "edfxtp_1"
  synthFlopType: "edfxtp_1"
  ys_sh_xor_pct: 0
critical_path:
  path_class: "in2reg"
  end_kind: "flop"
  cp_max_fo: 10
  crit_slowest_cell: "nor2_2"
  crit_chain: "clkdlybuf4s50_1 > nand2_1 > nor2_2 > buf_4"
  cp.required_ns: 5.58
  crit_arrival_ns: 3.04
  max_stage_delay_ns: 0.71
  worst_setup_path_start_kind: "primary input"
power:
  ir_worst_vdd_mv: 0.215
  finalPower_w: 0.00556
  switching_share_pct: 20.4
  powerDensity_nw_per_um2: 345
  p_int_w: 0.00443
  p_clk_share_pct: 41.5
  p_sw_w: 0.00113
  power.leakage_nw: 5.32
  combPwrFrac_pct: 7.6
  pwr-share-seq_pct: 50.9
cts:
  root_buffer: "clkbuf_16"
  cts-buffers-inserted: 35
  clkTransAtPathRegs_ns: 0.05
  post_cts.repair.setup_buffers: 0
  cts-root-to-sink-buffers: 3
  postCtsResizedCells: 0
  cts_sinks: 324
  clkLatencyLatePin_ns: 0.51
  cts_tree: "built"
  h-tree-depth: 2
  cts_hold_buf: 0
sta:
  period_needed_ns: 2.86
  max_freq_mhz: 349
  slew_headroom_pct: 43.6
  hold_viol: 0
  worst_pin_slew_ns: 0.845
  rsz0062_at_grt: "no"
  min_period_over_period_pct: 53.0
  finalSetupTns_ns: 0
  setup_viol: 0
  slew_viol_final: 0
  skew_ns: 0.0126
finish:
  syn_to_final_growth_pct: 16.4
  drive_gt1_share_pct: 28.1
  final-comb-area_sq_um: 4290
  n_fill_cell: 1902
  regArea_sq_um: 9370
placed_design:
  gp_congestion: 0.776
  port_buffers: 67
  hpwl_um: 16800
job:
  drv_cap: 0
  warnings: 43
global_route:
  track_usage_pct: 27.2
  grt_first_pass_wirelength_um: 48400
  gr-total-overflow: 0
  grt_pass1_vias: 8056
  grt_max_degree: 41
  antenna_found_initial: 0
hold_path:
  hp-class: "reg2reg"
==> cells in the final DEF, fill, tap and decap left out <==
cell,instances
a22oi_1,72
and2_1,2
buf_2,2
buf_4,34
bufinv_16,2
clkbuf_1,10
clkbuf_16,37
clkbuf_8,4
clkdlybuf4s50_1,63
clkinv_1,1
clkinv_2,9
dfxtp_1,36
edfxtp_1,288
mux4_1,39
mux4_2,105
nand2_1,37
nand2b_1,2
nand3_1,1
nand3b_1,2
nor2_2,14
nor2b_2,4
nor3_2,4
or3b_2,1
==> metal layers <==
metal  up-vias  track usage, %  wire length, um
met5         -            2.09               74
met4         4            4.23              595
met3        63            22.1             5780
met2       540            38.8            15600
met1      3572            35.2            10500
li1       3056               -                -
==> final timing paths <==
kind	end	cells after the start	start	slack (ns)
max	registers[15][5]	4	write_addr[1]	2.54
min	data_out1[14]	3	registers[12][14]	0.70
max reg2reg	data_out1[15]	3	registers[9][15]	3.99
min reg2reg	data_out1[14]	3	registers[12][14]	0.70
==> worst max-delay path, delay by kind of cell <==
kind          cells  cell delay [ns]
buf+inv           2             1.02
simple gates      2             0.93
==> logic make-up after synthesis <==
kind of cell / Yosys count
AOI/OAI and AO/OA: 72
buffers and inverters: 46
DFF: 324
muxes: 144
and+or+nand+nor: 67
==> per-stage QoR <==
stage | util (%) | hold WS (ns) | worst slack [ns] | std cells | area, sq um
after CTS | 59.6 | 0.698 | 2.51 | 1141 | 16100
after global routing | 59.6 | 0.725 | 2.42 | 1141 | 16100
after floorplan | - | 0.651 | 2.12 | 653 | 13900
final | 59.6 | 0.697 | 2.54 | 1141 | 16100
after detailed placement | 55.4 | 0.676 | 1.99 | 1078 | 15000
after global placement | 55.4 | 0.681 | 2.03 | 1078 | 15000
==> final cells by class <==
| cell class | instances | share of cell area (%) |
|---|---|---|
| sequential | 324 | 58.0 |
| tap | 372 | 2.88 |
| multi-input combinational | 283 | 26.5 |
| timing repair buffer | 99 | 5.55 |
| clock inverter | 12 | 0.674 |
| clock buffer | 51 | 6.31 |
==> registers in the layout, summed over array words and instances, names as in the netlist <==
register   flops
data_out1     18
registers    288
data_out2     18
==> power groups by stage <==
stage / Sequential, W / Clock, W / Combinational, W
after CTS: 0.00283 / 0.00234 / 0.000429
after global routing: 0.00284 / 0.00245 / 0.000459
final: 0.00283 / 0.00231 / 0.000423
Power figures rest on the tool's default switching activity, not on a simulated workload.
