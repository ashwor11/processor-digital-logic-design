**run.sh**
```bash
#!/bin/bash
# OpenROAD 26Q1-2900-gdf79404cd8, Yosys 0.63+post, stock flow scripts
make -C /OpenROAD-flow-scripts/flow DESIGN_CONFIG=/design/flow/config.mk WORK_HOME=/design/flow/orfs finish
```
**config.mk**
```make
export PLATFORM = sky130hd
export DESIGN_NAME = ALU
export DESIGN_NICKNAME = ALU
export VERILOG_FILES = /design/flow/design.v
export SDC_FILE = /design/flow/constraint.sdc
export NUM_CORES = 4
export LEC_CHECK = 1
export CORE_UTILIZATION = 30
```
**constraint.sdc**
```tcl
current_design ALU

set clk_period 1.0
set clk_io_pct 0.2

create_clock -name clk0 -period $clk_period [get_ports {clk}]

set non_clock_inputs [all_inputs -no_clocks]
set_input_delay [expr $clk_period * $clk_io_pct] -clock clk0 $non_clock_inputs
set_output_delay [expr $clk_period * $clk_io_pct] -clock clk0 [all_outputs]
```
**design.v**
```verilog
module ALU (
  input wire [17:0] operand1,
  input wire [17:0] operand2,
  input wire [1:0] alu_select,
  input wire reset,
  input wire enable,
  input wire clk,
  output reg [17:0] result
);
  always @(posedge clk or posedge reset) begin
    if (reset) begin
      result <= 18'b0;
    end else if (enable) begin
      case (alu_select)
        2'b00: result <= operand1 + operand2;  
        2'b01: result <= operand1 & operand2;  
        2'b10: result <= ~(operand1 & operand2);  
        2'b11: result <= ~(operand1 | operand2);  
        default: result <= 18'b0;  
      endcase
    end
  end
endmodule
```
==> run summary <==
status -> finished, violations left
failing checks -> negative setup slack
Max Fclk -> 565.8 MHz
Worst Setup Start Kind -> primary input
Die Width -> 92.51 um
OpenROAD warning count -> 46
clock tree buffer depth -> 2
flops out of synthesis -> 18
Most common reg cell -> dfrtp_1
pins over their slew limit -> 0
post-route antenna net violation count -> 0
minimum clock period -> 1.768 ns
Ports -> 59
Port Buffers -> 58
worst-case reg-to-reg path depth -> 3
count of library flops with an enable pin -> 0
initial antenna violation count -> 0
routed vias -> 2763
P_sw -> 0.001254 W
total wire length -> 7513 um
Setup Viol. Count Final -> 18
critical path's slowest cell -> o31a_1
first-pass GRT wire length -> 12540 um
Critical Path AT -> 1.92 ns
worst path cell trace -> buf_8 -> ha_4 -> inv_4 -> fa_2 -> nor2b_2 -> o31a_1 -> o211ai_2 -> a31oi_2 -> or3_1 -> a31o_1
ys cells -> 325
relative slew slack -> 79.41%
critical path type -> primary input to flop
drt pass-1 iters -> 4
Cell Pwr Density -> 824.1 nW/um^2
Worst Tran Pin Value -> 0.3089 ns
core area -> 7807 sq um
residual DRC count -> 0
Global Route Usage Sum -> 18.41%
Layout area overhead -> 74.95%
Synth Cell Area -> 2457 sq um
Hold WC Path Type -> primary input to async pin
worst path bufs/invs -> 2
P_leak -> 1.953 nW
r2r startpoint -> result[16]
Clock transition at path regs -> 0.08 ns
Yosys Warn Count -> 1
Avg Synthesized Cell Area -> 7.561 sq um
largest stage delay on the critical path -> 0.36 ns
R2R Setup Slk -> 0.02 ns
share of layout cells above drive strength 1 -> 52.63%
Final Hold Viols -> 0
synthesized instance count -> 325
Final GP Congestion -> 0.8591
final worst slack -> -0.7675 ns
# clock sinks -> 18
Largest regs -> result x18
Post-DP HPWL -> 5626 um
Initial Utilization -> 31.47%
largest net degree at the start of global routing -> 19
Top cell excl fill/tap -> buf_4
crit path capture type -> flop
Top reg by flops -> result
final instance area -> 4299 sq um
n_diodes -> 0
Final Skew -> 0 ns
Flop pwr share -> 25.3%
H-tree level count -> 1
Seq share, synth -> 18.33%
# rows -> 32
CTS root buffer -> clkbuf_8
Worst IR Drop VDD -> 0.5894 mV
family with the most delay on the worst path -> AND-OR/OR-AND gates
most frequent cells in the layout -> buf_4 (75), inv_2 (27), buf_2 (26)
Worst Path Required -> 1.15 ns
Switching Fraction -> 35.39%
wire length per cell -> 13.46 um
chip area -> 8557 sq um
proportion of power drawn by the clock network -> 17.5%
critical path peak fanout -> 5
combinational fraction of design power -> 57.2%
max reg flops -> 18
Final Core Density -> 55.06%
Yosys chip area -> 2457 sq um
Reg2Reg Capture Point -> result[16]
Post-DP Area -> 3751 sq um
Max Cap Viol -> 0
Cell Int Power -> 0.002289 W
CTS Buf Count -> 3
CTS tree -> built
RSZ-0062 raised after global routing -> true
vias in the first global route -> 2614
Late-Pin Clk Latency -> 0.26 ns
Tcrit/Tclk final -> 176.8%
First DRT Iteration DRCs -> 128
Synth cell types -> 50
Die H -> 92.51 um
# hold bufs at CTS -> 0
total congestion overflow -> 0
Vias per Instance -> 4.952
ys async rst share -> 100.0%
==> how the worst max path moves through the flow <==
stage                from  slack [ns]  cells past startpoint    endpoint
CTS           operand1[0]       -0.75                     10  result[12]
global route  operand2[0]       -0.83                     10  result[16]
finish        operand2[0]       -0.77                     10  result[12]
==> area by class of cell <==
class	instances	area [sq um]
multi-input combinational	240	2286
tap	102	127.6
fill	686	3508
timing repair buffer	147	1191
inverter	47	188.9
sequential	18	450.4
clock buffer	4	55.05
==> cell usage after synthesis (all sizes together) (3+ instances only) <==
library cell	number	area [sq um]
inv	47	176.4
o31ai	3	22.52
or3	3	23.77
a211oi	13	97.59
o21ai	26	130.1
buf	5	30.02
ha	36	450.4
nand2	26	97.59
a21oi	16	80.08
xnor2	5	43.79
nand4	3	18.77
nor3b	3	22.52
nor3	5	25.02
dfrtp	18	450.4
o221ai	7	61.31
clkbuf	15	57.55
a21o	9	67.56
o211ai	12	95.09
o21a	6	45.04
nand3	6	30.03
mux2i	13	130.1
nor2	22	82.58
==> power groups by stage <==
stage / registers (W) / clock network (W) / logic (W)
4_1_cts: 0.000900 / 0.000643 / 0.00194
5_1_grt: 0.000913 / 0.000668 / 0.00222
6_report: 0.000897 / 0.000620 / 0.00203
==> metrics by stage <==
step	total power (W)	setup slack (ns)	hold WS, ns	cells	setup TNS, ns
CTS	0.003481	-0.7519	0.2477	556	-8.657
detailed placement	0.002615	-1.558	0.4814	540	-23.07
finish	0.003543	-0.7675	0.2457	558	-8.895
floorplan	0.001733	-0.8820	0.1386	325	-10.97
global route	0.003801	-0.8280	0.2780	558	-10.03
global placement	0.002607	-1.530	0.4843	540	-22.83
==> routing by layer <==
layer  vias to the layer above  track usage (%)  routed length, um
met2                        50            28.27               3341
met1                      1301            29.59               3888
met3                         2            1.838                256
met4                         0           0.7813                 27
li1                       1410                -                  -
met5                         -                0                  0
==> cells by family after synthesis <==
group | synth area share (%)
compound gates | 29.02
simple gates | 14.51
buf+inv | 10.74
mux | 5.753
flops | 18.33
fa+ha+maj | 19.14
xor+xnor | 2.495
==> tightest hold or removal path: cells and delay by family <==
family                 cells  cell delay, ns
buffers and inverters      3            0.65
==> what timing repair did <==
item	in CTS	in global routing
hold endpoints to repair	0	0
pin swaps	63	33
gates resized	283	26
gates cloned	1	0
buffers inserted	12	4
endpoints found under the setup margin	36	22
Power is estimated from default activity; no workload was simulated.
