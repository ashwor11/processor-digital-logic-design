## run.sh

```bash
#!/bin/bash
# OpenROAD 26Q1-2900-gdf79404cd8, Yosys 0.63+post, stock flow scripts
make -C /OpenROAD-flow-scripts/flow DESIGN_CONFIG=/design/flow/config.mk WORK_HOME=/design/flow/orfs finish
```

## config.mk

```make
export PLATFORM = sky130hd
export DESIGN_NAME = FSM
export DESIGN_NICKNAME = FSM
export VERILOG_FILES = /design/flow/design.v
export SDC_FILE = /design/flow/constraint.sdc
export NUM_CORES = 4
export LEC_CHECK = 1
export CORE_AREA = 10 10 70 70
export DIE_AREA = 0 0 80 80
```

## design.v

```verilog
module FSM (
  input alu, st, ld, jump, cmpJump, cmpJumpEnable, clk, reset,
  output reg enableWrite,
  output reg enablePC,
  output reg enableJUMP,
  output reg enableCMPJUMP,
  output reg nextInstruction
);
  parameter INIT_STATE   = 'd 0;
  parameter ALU_STATE1 = 'd 1;
  parameter ALU_STATE2 = 'd 2;
  parameter LD_STATE1 = 'd 3;
  parameter LD_STATE2 = 'd 4;
  parameter ST_STATE = 'd 5;
  parameter JUMP_STATE = 'd 6;
  parameter CMPJUMP_STATE = 'd 7;
  reg [2:0] currentState, nextState;
  reg [0:0] dataRegister;
  always @(posedge clk or posedge reset) begin
    if (reset) begin
      currentState <= INIT_STATE;
      dataRegister <= 1'b0;
    end else begin
      currentState <= nextState;
    end
  end
  always_comb begin
    case (currentState)
      INIT_STATE: begin
        enableWrite = 1'b0;
        enablePC = 1'b1;
        enableJUMP = 1'b0;
        enableCMPJUMP = 1'b0;
        nextInstruction = 1'b0;
        nextState = alu ? ALU_STATE1 : (ld ? LD_STATE1 : (st ? ST_STATE : (jump ? JUMP_STATE : (cmpJump ? CMPJUMP_STATE : INIT_STATE))));
      end
      ALU_STATE1: begin
        enableWrite = 1'b1;
        enablePC = 1'b0;
        enableJUMP = 1'b0;
        enableCMPJUMP = 1'b0;
        nextInstruction = 1'b0;
        nextState = ALU_STATE2;
      end
      ALU_STATE2: begin
        enableWrite = 1'b0;
        enablePC = 1'b1;
        enableJUMP = 1'b0;
        enableCMPJUMP = 1'b0;
        nextInstruction = 1'b1;
        nextState = INIT_STATE;
      end
      LD_STATE1: begin
        enableWrite = 1'b1;
        enablePC = 1'b0;
        enableJUMP = 1'b0;
        enableCMPJUMP = 1'b0;
        nextInstruction = 1'b0;
        nextState = LD_STATE2;
      end
      LD_STATE2: begin
        enableWrite = 1'b0;
        enablePC = 1'b1;
        enableJUMP = 1'b0;
        enableCMPJUMP = 1'b0;
        nextInstruction = 1'b1;
        nextState = INIT_STATE;
      end
      ST_STATE: begin
        enableWrite = 1'b0;
        enablePC = 1'b1;
        enableJUMP = 1'b0;
        enableCMPJUMP = 1'b0;
        nextInstruction = 1'b1;
        nextState = INIT_STATE;
      end
      JUMP_STATE: begin
        enableWrite = 1'b0;
        enablePC = jump;
        enableJUMP = jump;
        enableCMPJUMP = 1'b0;
        nextInstruction = 1'b0;
        nextState = INIT_STATE;
      end
      CMPJUMP_STATE: begin
        enableWrite = 1'b0;
        enablePC = cmpJump;
        enableJUMP = 1'b0;
        enableCMPJUMP = cmpJumpEnable;
        nextInstruction = !cmpJumpEnable;
        nextState = INIT_STATE;
      end
      default: begin
        enableWrite = 1'b0;
        enablePC = 1'b0;
        enableJUMP = 1'b0;
        enableCMPJUMP = 1'b0;
        nextInstruction = 1'b0;
        nextState = INIT_STATE;
      end
    endcase
  end
endmodule
```

## constraint.sdc

```tcl
current_design FSM

set clk_period 2.5
set clk_io_pct 0.2

create_clock -name clk0 -period $clk_period [get_ports {clk}]

set non_clock_inputs [all_inputs -no_clocks]
set_input_delay [expr $clk_period * $clk_io_pct] -clock clk0 $non_clock_inputs
set_output_delay [expr $clk_period * $clk_io_pct] -clock clk0 [all_outputs]
```

==> metrics.cfg <==
[synthesis]
avgSynthCellArea_um2=12.7
ys_cells=27
synthArstFlopShare_pct=100
ys_seq_share_pct=58.5
edf_count=0
netlist_instances=27
synth_area_um2=344
yosys_area_um2=344
yosys_warnings=1
synth-main-ff-cell=dfrtp_1
synth_flop_count=8
ys_types=17

[critical_path]
cp-start-kind=flop
required_ps=2000
slowest_delay_ps=550
worst-setup-path-type=reg -> out
crit_fanout=3
arrival_ps=1870
cp-end-kind=primary output
slowest_stage=or4_4
worstRegToRegCells=2
cp_cell_sequence=or4_4, a221o_1, clkdlybuf4s50_1

[floorplanning]
rows=21
num_io_pins=13
fp_util_pct=10.1
dieWidth_um=80
die_h_um=80
fp.coreArea_um2=3420
die_area_um2=6400

[finish]
fin_area_um2=562
reg.largest.list=currentState (8)
utilization_pct=16.4
layout-drive-gt1-share_pct=22.7
largest-register=currentState
syn_to_final_growth_pct=63.3
fill_cells=393
largest_register_ff_count=8

[final_timing]
final_max_slew_viol_count=0
rsz0062_at_grt=no
clock_skew_ps=5.09
slew_headroom_pct=80.7
tightest_slew_ps=289
hold_violations=0
fin_crit_sh_pct=94.7
setup_viol=0
tns_ps=0
min_period_ps=2370
clock.fmax_mhz=422

[routing]
vias_per_cell=3.08
wl_per_cell_um=8.90
drtIter0Drc=4
final_antenna_net_count=0
remaining_drc_errors=0
firstDrtPassIters=2
drt-total-wl_um=801
n_antenna_cell=0
dr_total_vias=277

[clocking]
cts_buffer_depth=2
cts_hold_buf=0
htree_levels=1
clock_sinks=8
clk_latency_ps=250
clkTransAtPathRegs_ps=50
post_cts_buffers=0
cts_tree=yes
cts-buffers-inserted=3
ctsRootBufferMaster=clkbuf_4

[power_and_ir_drop]
p_per_area_nw_per_um2=646
clkPwrFrac_pct=28.1
netSwitchingFraction_pct=22.1
pwr-share-comb_pct=29.9
intPower_w=0.000283
pwr-share-seq_pct=42.0
ir_drop_uv=217
leakage_nw=0.233
switching_power_w=0.0000801

[grt]
antenna_found_initial=0
grt-ovfl-total=0
grt_start_max_net_pins=9
grt_pass1_wl_mm=1.30
grt_pass1_vias=271
grt_usage_pct=2.47

[placement]
hpwl_um=652
place.port_buffers=12
gp_congestion=0.849
postPlaceCellArea_um2=529

[min_path]
worstHoldPathCells=0
worstHoldPathType=reg -> reg

[run]
maxCapViolCount=0
tool_warnings=25

[outcome]
status=finished clean

metal layers:
metal | part of all wire (%) | wire length, um | track usage [%]
met5 | 0 | 0 | 0
met1 | 38 | 301 | 2.83
met2 | 56 | 451 | 4.09
met3 | 6.0 | 48 | 0.909
met4 | 0 | 0 | 0.880
cell usage after synthesis, types with 2 or more instances:
master   number  area share (%)
and2_1        2             3.6
dfrtp_1       7              51
nor3_1        2             2.9
inv_1         2             2.2
nor2_1        2             2.2
cell families (layout without fill, tap and decap cells):
logic type,count (synthesis),after routing,share of synthesized area (%)
compound gates,3,3,10.2
flops,8,8,58.5
buf+inv,2,19,2.18
simple gates,14,14,29.1
power by group through the flow:
stage,Clock (W),Combinational [W],Sequential (W)
CTS,0.000108,0.000108,0.000153
global route,0.000117,0.000119,0.000154
finish,0.000102,0.000109,0.000153
through the flow:
step | std cells | setup WS (ps) | power, W | hold WS, ps
2_1_floorplan | 27 | 880 | 0.000191 | 315
3_3_place_gp | 86 | 179 | 0.000262 | 351
3_5_place_dp | 86 | 195 | 0.000263 | 357
4_1_cts | 90 | 108 | 0.000369 | 368
5_1_grt | 90 | 53.6 | 0.000390 | 375
6_report | 90 | 133 | 0.000363 | 364
placed cells by master, fill, tap and decap left out:
cell type        synthesis  final
or2_2                    1      1
nand2b_1                 1      1
nor2_1                   2      2
buf_4                    0      1
nor4_2                   0      1
nor3_1                   2      2
nor3b_1                  1      1
clkdlybuf4s50_1          0     12
clkbuf_1                 0      1
or4_4                    1      1
dfstp_2                  1      1
and2_1                   2      2
and3b_1                  1      1
or4b_4                   1      1
a221o_1                  1      1
dfrtp_1                  7      7
inv_1                    2      2
o41ai_1                  1      1
nor4bb_1                 1      1
clkbuf_4                 0      3
o311ai_2                 1      1
critical path, delay by kind of cell (launching register included):
kind | cells | cell delay [ps]
buffers and inverters | 1 | 410
DFF | 1 | 380
and+or+nand+nor | 1 | 550
AOI/OAI and AO/OA | 1 | 280
repair_timing:
action / 4_1_cts / 5_1_grt
gates resized: 0 / 1
setup endpoints to repair: 0 / 1
hold endpoints to repair: 0 / 0
final timing paths:
path                                                  end                      start  slack [ps]
worst max-delay path                             enablePC  currentState[1]$_DFF_PP0_         130
worst min-delay path            currentState[2]$_DFF_PP0_  currentState[4]$_DFF_PP0_         360
worst max register to register  currentState[0]$_DFF_PP1_  currentState[0]$_DFF_PP1_        1130
worst min register to register  currentState[2]$_DFF_PP0_  currentState[4]$_DFF_PP0_         360
max in group asynchronous       currentState[0]$_DFF_PP1_                      reset        1700
min in group asynchronous       currentState[1]$_DFF_PP0_                      reset         520
final cells by class:
cell class	instances	area, um^2	share of cell area [%]
clock buffer	4	26.3	4.68
inverter	2	7.51	1.34
multi-input combinational	17	141	25.2
sequential	8	201	35.9
tap	46	57.6	10.2
timing repair buffer	13	128	22.7
No activity file was given, so power comes from the tool's default toggle rates.
